`constraint.sdc`:
```
current_design shift

set clk_period 1.4
set clk_io_pct 0.2

create_clock -name clk0 -period $clk_period [get_ports {CLK}]

set non_clock_inputs [all_inputs -no_clocks]
set_input_delay [expr $clk_period * $clk_io_pct] -clock clk0 $non_clock_inputs
set_output_delay [expr $clk_period * $clk_io_pct] -clock clk0 [all_outputs]
```
`design.v`:
```
module control(START, comp, clock, DONE, SHIFT, LOAD);
    input START;
    input comp;
    input clock;
    reg [3:0] count = 4;
    reg [3:0] STATE = 8'd0;
    output reg SHIFT = 8'd0;
    output reg LOAD = 8'd0;
    output reg DONE= 8'd0;
    parameter S0 = 8'd0;
    parameter S1 = 8'd1;
    parameter S2 = 8'd2;
    parameter S3 = 8'd3;
    parameter S4 = 8'd4;
    always @(posedge clock)       
    begin
        casex({STATE, START, count, comp})
            {S0, 1'd1, 4'dX, 1'dX}: 
            begin 
                STATE = S1;
                SHIFT = 1;
                LOAD  = 0;
                DONE  = 0;
            end
            {S1, 1'dX, 4'dx, 1'dx}: 
            begin 
                count = count - 1;
                if (comp == 0) 
                begin
                    STATE = S2;
                    SHIFT = 0;
                    LOAD = 1;
                    DONE = 0;
                end 
                else 
                begin
                    STATE = S3;
                    SHIFT = 0;
                    LOAD = 0;
                    DONE = 0;
                end
            end 
            {S2, 1'dX, 4'dx, 1'd0}: 
            begin
                if (count == 0) 
                begin 
                    STATE = S4;
                    SHIFT = 0;
                    LOAD = 0;
                    DONE = 1;
                end 
                else 
                begin
                    STATE = S1;
                    SHIFT = 1;
                    LOAD = 0;
                    DONE =0;                            
                end
            end
            {S3, 1'dX, 4'dx, 1'd1}: 
            begin
                SHIFT = 0;
                LOAD = 0;
                DONE = 0;
                if (count == 0) 
                begin 
                    STATE = S4;
                    SHIFT = 0;
                    LOAD = 0;
                    DONE = 1;
                end 
                else 
                begin
                    STATE = S1;
                    SHIFT = 1;
                    LOAD = 0;
                    DONE = 0;
                end
            end
            {S4, 1'dX, 4'd0, 1'dX}: 
            begin 
                SHIFT = 0; 
                LOAD =0;
                DONE = 1;
            end
            default : {STATE, SHIFT, LOAD, DONE} = {S0, 1'dX, 1'dX, 1'dX};             
        endcase
    end  
endmodule 
module shift(CLK, SIN, SH, LD, PIN, SOUT, POUT);
    input CLK, SIN, SH, LD;
    input [7:0] PIN;
    output SOUT;
    output [7:0] POUT;
    reg [7:0] Q = 8'b0000;
    always@(posedge CLK) begin
        if(SH) begin
            Q[0] = Q[1];
            Q[1] = Q[2];
            Q[2] = Q[3];
            Q[3] = Q[4];
            Q[4] = Q[5];
            Q[5] = Q[6];
            Q[6] = Q[7];
            Q[7] = SIN;
        end else if (LD) begin
            Q = PIN;
        end
    end
    assign SOUT = Q[0];
    assign POUT = Q;
endmodule
```
`run.sh`:
```
#!/bin/bash
# OpenROAD 26Q1-2900-gdf79404cd8, Yosys 0.63+post, stock flow scripts
make -C /OpenROAD-flow-scripts/flow DESIGN_CONFIG=/design/flow/config.mk WORK_HOME=/design/flow/orfs finish
```
`config.mk`:
```
export PLATFORM = sky130hd
export DESIGN_NAME = shift
export DESIGN_NICKNAME = shift
export VERILOG_FILES = /design/flow/design.v
export SDC_FILE = /design/flow/constraint.sdc
export NUM_CORES = 4
export LEC_CHECK = 1
export CORE_AREA = 10 10 70 70
export DIE_AREA = 0 0 80 80
```
==> ci_impl_report.md <==
## Implementation flow summary

| Metric | Value |
|---|---|
| Drt drc | 0 |
| Fin crit period | ~1300 ps |
| Hold path cells | 1 |
| Most frequent logic cell in the layout | clkdlybuf4s50_1 |
| R2R depth | 2 |
| Period utilization | 95.5% |
| Clock Skews | around 4.1 ps |
| P per Cell Area | 876 nW/um^2 |
| Synthesized area | a little under 400 um^2 |
| Die X | about 80 um |
| Longest Clk Path Bufs | 2 |
| CP Launch Type | flop |
| Pwr Total | 0.621 mW |
| Number of distinct library cells after synthesis | 5 |
| Hold Path Class | reg -> reg |
| DP Cell Count | between 80 and 90 |
| Core area | about 3400 um^2 |
| Final setup violation count | 0 |
| Final setup margin | around 63 ps |
| FP Util | around 11% |
| YS chip area | 385 um^2 |
| Worst Path Required | about 1100 ps |
| Max VDD drop | 327 uV |
| Via density | approximately 2.6 |
| H-tree depth | 1 |
| Synthesized flop and latch total | 8 |
| Largest net degree at the start of global routing | 10 |
| Status | finished, final reports clean |
| Avg Inst Size Synth | 20.3 um^2 |
| Slew @ Worst Pin | roughly 320 ps |
| Clock-pin transition on the worst setup and hold timing paths | approximately 50 ps |
| Drt wl/cell | a little over 10 um |
| WP depth | 1 |
| Buffers on Ports | 20 |
| Detailed Routing Iterations Pass 1 | 2 |
| Buf/Inv on CP | 1 |
| Remaining Overflow, GRT | 0 |
| Log Warnings | 25 |
| Unrepaired setup endpoints after global routing | false |
| CP Max Fanout | 2 |
| Die Ht | roughly 80 um |
| Total wire length | 921 um |
| Cell taking the most area after synthesis | edfxtp_1 |
| Final Slew Violations | 0 |
| Kind of critical path | reg -> out |
| ANT nets after route | 0 |
| Top cells, area | edfxtp_1, mux2_4, buf_6 |
| # Cells Yosys | 19 |
| Num rows | 21 |
| Yosys Warn Count | 1 |
| CP top delay family | buffers and inverters |
| Seq share, synth | a little over 60% |
| Io pins | 21 |
| Worst EP arrival | approximately 1100 ps |
| Share of cells above drive strength 1 | a little over a third |
| Num CTS Buffers | 3 |
| Worst slew margin relative to its limit | between 70% and 80% |
| Clock sink count | 8 |
| Vias in the first global route | 236 |
| Cells after synthesis | 19 |
| 1st-iter DRT viols | 8 |
| Total number of vias | 241 |
| Final hold vios | 0 |
| DP Worst Slack | -187 ps |
| Largest register FFs | 8 |
| Ant diodes | 0 |
| Layout Cells excl Fill | 91 |
| CTS Hold Bufs | 0 |
| DIE AREA | about 6400 um^2 |
| CTS tree | built |
| Maximum clock rate | between 700 and 800 MHz |
| Max incr delay on CP | around 470 ps |
| Top Layout Cells | clkdlybuf4s50_1, edfxtp_1, mux2_4, dlymetal6s2s_1, buf_4 |
| Worst Setup End Kind | output pin |
| First-pass GRT wire length | between 1000 and 1500 um |
| Slowest cell on crit path | clkdlybuf4s50_1 |
| Area delta synth->final | 84.1% |
| GRT Total Usage | under 10% |
| Crit-path cells | clkdlybuf4s50_1 |
| Static leakage | between 0.3 and 0.4 nW |
| Clock Latency Late Sink | between 200 and 300 ps |
| Placer Congestion | between 0.7 and 0.8 |
| Synth top area share | roughly 62% |
| Max Cap Viol | 0 |
| CTS root buf | clkbuf_4 |
| Initial antenna violation count | 0 |
power by group:
group          internal, mW  switching (mW)  leakage, nW
clock                0.0973          0.0672       0.0138
combinational         0.118          0.0291        0.220
sequential            0.297          0.0123       0.0815
area by class of cell:
cell class                 instances  area [um^2]
clock buffer                       3         22.5
timing repair buffer              25          263
fill                             372         2710
sequential                         8          240
tap                               46         57.6
multi-input combinational          9          126
metal layers:
layer	routed length (um)	track usage, %	vias up
met2	309	3.21	20
met1	451	3.29	96
met5	0	0	-
met4	5	0.352	0
met3	154	3.07	2
li1	-	-	123
what timing repair did:
| item | in CTS | in global routing |
|---|---|---|
| buffers inserted | 0 | 4 |
| endpoints found under the hold margin | 0 | 0 |
| resized | 0 | 5 |
| setup endpoints to repair | 0 | 7 |
metrics by stage:
stage	util (%)	hold slack [ps]	setup TNS, ps	area [um^2]
6_report	20.8	580	0	709
5_1_grt	20.8	597	0	709
4_1_cts	19.5	586	0	667
3_5_place_dp	18.9	571	-2260	644
3_3_place_gp	18.9	572	-2000	644
2_1_floorplan	-	497	0	385
final timing paths:
check	start	to	slack, ps
hold / removal	Q[4]$_DFFE_PP_	Q[3]$_DFFE_PP_	580
setup / recovery	Q[1]$_DFFE_PP_	POUT[1]	60
hold reg to reg	Q[4]$_DFFE_PP_	Q[3]$_DFFE_PP_	580
setup reg to reg	Q[5]$_DFFE_PP_	Q[4]$_DFFE_PP_	390
Yosys cell counts:
library cell	n
buf_6	1
or2_1	1
buf_4	1
mux2_4	8
edfxtp_1	8
logic make-up (layout without fill, tap and decap cells):
family	Yosys count	count (layout)	synth area share, %
mux	8	8	31.2
flops	8	8	62.3
buf+inv	2	28	4.87
simple gates	1	1	1.62
Power figures rest on the tool's default switching activity, not on a simulated workload.
