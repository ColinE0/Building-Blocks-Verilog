==> ./design.v <==
module div(A, Load, SH, CLK, SU, Z);
    input [4:0] A;
    input Load; 
    input SH; 
    input CLK; 
    input SU; 
    output [4:0] Z;  
    reg [8:0] Q = 8'd135;
    assign Z = Q[8:4]; 
    always@(posedge CLK) begin 
        if (SH == 1 && Load == 0) begin
            Q = Q << 1;
        end   
        if (SH == 0 & Load == 1) begin
           Q[8:4] = A;
           Q[0] = SU; 
        end  
        if (SH == 1 && Load == 1) begin
            Q = Q << 1;
        end 
        if (SH == 0 && Load == 0) begin 
            Q = Q;
        end
    end
endmodule
==> ./run.sh <==
#!/bin/bash
# OpenROAD 26Q1-2900-gdf79404cd8, Yosys 0.63+post, stock flow scripts
make -C /OpenROAD-flow-scripts/flow DESIGN_CONFIG=/design/flow/config.mk WORK_HOME=/design/flow/orfs finish
==> ./config.mk <==
export PLATFORM = sky130hd
export DESIGN_NAME = div
export DESIGN_NICKNAME = div
export VERILOG_FILES = /design/flow/design.v
export SDC_FILE = /design/flow/constraint.sdc
export NUM_CORES = 4
export LEC_CHECK = 1
export CORE_AREA = 10 10 70 70
export DIE_AREA = 0 0 80 80
==> ./constraint.sdc <==
current_design div

set clk_period 1.4
set clk_io_pct 0.2

create_clock -name clk0 -period $clk_period [get_ports {CLK}]

set non_clock_inputs [all_inputs -no_clocks]
set_input_delay [expr $clk_period * $clk_io_pct] -clock clk0 $non_clock_inputs
set_output_delay [expr $clk_period * $clk_io_pct] -clock clk0 [all_outputs]
==> results.txt <==
Final std cells w/o fill -> 96
Ys Warns -> 1
Yosys chip area -> 395 µm²
Hpwl dp -> 679 µm
LEAKAGE -> 0.236 nW
Tot Pwr -> 0.612 mW
Critical path type -> reg2out
CTS tree -> yes
Final Util -> 17.0%
Core Region -> 0.00342 mm²
Floorplan die width -> 80 µm
Share of cells above drive strength 1 -> 28.0%
R2R Setup Slk -> 0.71 ns
Top cells by area -> dfxtp_1, mux2i_1, buf_4
Reg2reg path depth -> 2
Log Warnings -> 25
Setup bufs post-CTS -> 0
Max FO, Critical Path -> 3
CTS Hold Bufs -> 0
WP data required -> 1.12 ns
CTS H-tree lvls -> 1
Crit path DAT -> 1.05 ns
Most common cell in the synthesized netlist -> dfxtp_1
FP Util -> 11.6%
Status -> completed
Max VDD drop -> 0.175 mV
Reg-to-Reg End -> Q[8]
Synth Register Bits -> 9
PortBufs -> 13
Mapped Area -> 395 µm²
Max_cap viols -> 0
Mapped Cells -> 37
Final setup viols -> 0
DR vias -> 276
Pin count of the biggest net entering global routing -> 11
Cell taking the most area after synthesis -> dfxtp_1
Clock root buffer -> clkbuf_4
Top_reg_cell synth -> dfxtp_1
Fin. max-slew vios -> 0
Fin. Hold Viols -> 0
WHS Endpoint -> Q[4]
Period minus WS final -> 1.33 ns
Yosys stat cell total -> 37
Setup TNS -> 0 ns
Sink Count -> 9
Layout area overhead -> 46.5%
Slew headroom -> 88.8%
FMAX -> 752 MHz
Clock transition at path regs -> 0.06 ns
Worst-path cell chain -> clkdlybuf4s50_1
Largest register FFs -> 9
Initial antenna violation count -> 0
Residual DRC -> 0
Ant diodes -> 0
First-pass GRT wire length -> 1.35 mm
Drt wl/cell -> 8.35 µm
RSZ-0062 raised after global routing -> false
FP Rows -> 21
Vias in the first global route -> 289
Critical path launch point type -> register
Die Y-Extent -> 80 µm
Worst-case clock skew -> 0.00294 ns
Distinct cells, synth -> 12
Wirelength, routed -> 802 µm
DR pass1 iterations -> 2
Reg2reg start -> Q[7]
Worst-Margin Slew -> 0.164 ns
Critical-path top delay cell -> clkdlybuf4s50_1
Iteration-0 DRC Markers -> 1
Worst hold stages -> 2
Ports -> 14
Vias per cell -> 2.88
Most frequent cells after synthesis -> dfxtp_1, nand2_1, buf_4, mux2i_1
Routed Antenna Nets -> 0
Largest stage delay, worst path -> 0.46 ns
Top cell area share -> 40.5%
Average instance area after synthesis -> 10.7 µm²
Worst-skew pair later-pin latency -> 0.25 ns
Gpl congestion -> 0.698
Fillers -> 397
Async S/R FF share, synth -> 0%
Critical path buffers and inverters -> 1
Min-delay src -> Q[3]
GRT Util Overall -> 2.65%
Bufs on Longest Clock Path -> 2
Sequential area share after synthesis -> 48.1%
Largest delay contributor family on the critical path -> buffers and inverters
CTS buffer count -> 3
PwrDens -> 1060 mW/mm²
Chip area -> 0.00640 mm²
Fin Hold WS -> 0.448 ns
Final worst-path cycle share -> 95.0%
Placed insts -> 92
Worst Setup End Kind -> output pin
Total global routing overflow -> 0
Post-synth EDFFs -> 1
HP Class -> reg2reg
==> kinds of logic (layout without fill, tap and decap cells) <==
family          after synthesis  after routing  synth area share [%]
mux                           8              8                  21.2
buf+inv                       7             20                  15.2
flops                         9              9                  48.1
simple gates                  8              8                  8.23
compound gates                5              5                  7.28
==> stage by stage <==
step	worst slack (ns)	cell area [µm²]
after floorplan	0.540	395
after global placement	0.0548	546
after detailed placement	0.0337	546
after CTS	0.00915	573
after global routing	0.0118	579
final	0.0696	579
==> timing repair <==
item                                    in CTS  in global routing
endpoints found under the setup margin       1                  3
cloned                                       0                  0
gates resized                                1                  4
endpoints found under the hold margin        0                  0
==> final cells by class <==
type                    count  area [µm²]  area share (%)
multi-input cells          21         145            25.1
clock buffers               4        26.3            4.54
well taps                  46        57.6            9.94
flip-flops and latches      9         195            33.7
repair buffers             16         155            26.8
==> power breakdown <==
group / switching [mW] / internal (mW) / leakage (nW)
combinational: 0.0302 / 0.0777 / 0.142
clock: 0.0823 / 0.109 / 0.0150
sequential: 0.0164 / 0.296 / 0.0781
total: 0.129 / 0.483 / 0.235
==> metal layers <==
layer,up-vias,global-route usage [%],wire length (µm)
met3,0,1.36,71
met5,-,0,0
met1,121,3.49,375
met4,0,0.880,0
li1,148,-,-
met2,7,3.61,354
==> how the worst max path moves through the flow <==
| stage | slack (ns) | start | to | cells after the start |
|---|---|---|---|---|
| after CTS | 0.009 | Q[7] | Z[3] | 1 |
| after global routing | 0.01 | Q[6] | Z[2] | 1 |
| final | 0.07 | Q[6] | Z[2] | 1 |
==> layout by cell type, fill, tap and decap left out, drive strengths merged, types with 3 or more instances in the layout <==
master         instances
clkbuf                 4
clkdlybuf4s50         12
dfxtp                  8
o21ai                  5
mux2                   3
nand2                  6
buf                    3
mux2i                  5
Power figures rest on the tool's default switching activity, not on a simulated workload.
